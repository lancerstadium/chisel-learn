[design/flow/design.v]
module SingleFIFO(
  input        clock,
  input        reset,
  input        io_write_write,
  output       io_write_full,
  input  [7:0] io_write_din,
  input        io_read_read,
  output       io_read_empty,
  output [7:0] io_read_dout
);
  reg  stateReg;  
  reg [7:0] dataReg;  
  wire  _GEN_0 = io_write_write | stateReg;  
  assign io_write_full = stateReg;  
  assign io_read_empty = ~stateReg;  
  assign io_read_dout = dataReg;  
  always @(posedge clock) begin
    if (reset) begin  
      stateReg <= 1'h0;  
    end else if (~stateReg) begin  
      stateReg <= _GEN_0;
    end else if (stateReg) begin  
      if (io_read_read) begin  
        stateReg <= 1'h0;  
      end
    end
    if (reset) begin  
      dataReg <= 8'h0;  
    end else if (~stateReg) begin  
      if (io_write_write) begin  
        dataReg <= io_write_din;  
      end
    end else if (stateReg) begin  
      if (io_read_read) begin  
        dataReg <= 8'h0;  
      end
    end
  end
endmodule
module BubbleFIFO(
  input        clock,
  input        reset,
  input        io_write_write,
  output       io_write_full,
  input  [7:0] io_write_din,
  input        io_read_read,
  output       io_read_empty,
  output [7:0] io_read_dout
);
  wire  SingleFIFO_clock;  
  wire  SingleFIFO_reset;  
  wire  SingleFIFO_io_write_write;  
  wire  SingleFIFO_io_write_full;  
  wire [7:0] SingleFIFO_io_write_din;  
  wire  SingleFIFO_io_read_read;  
  wire  SingleFIFO_io_read_empty;  
  wire [7:0] SingleFIFO_io_read_dout;  
  wire  SingleFIFO_1_clock;  
  wire  SingleFIFO_1_reset;  
  wire  SingleFIFO_1_io_write_write;  
  wire  SingleFIFO_1_io_write_full;  
  wire [7:0] SingleFIFO_1_io_write_din;  
  wire  SingleFIFO_1_io_read_read;  
  wire  SingleFIFO_1_io_read_empty;  
  wire [7:0] SingleFIFO_1_io_read_dout;  
  wire  SingleFIFO_2_clock;  
  wire  SingleFIFO_2_reset;  
  wire  SingleFIFO_2_io_write_write;  
  wire  SingleFIFO_2_io_write_full;  
  wire [7:0] SingleFIFO_2_io_write_din;  
  wire  SingleFIFO_2_io_read_read;  
  wire  SingleFIFO_2_io_read_empty;  
  wire [7:0] SingleFIFO_2_io_read_dout;  
  wire  SingleFIFO_3_clock;  
  wire  SingleFIFO_3_reset;  
  wire  SingleFIFO_3_io_write_write;  
  wire  SingleFIFO_3_io_write_full;  
  wire [7:0] SingleFIFO_3_io_write_din;  
  wire  SingleFIFO_3_io_read_read;  
  wire  SingleFIFO_3_io_read_empty;  
  wire [7:0] SingleFIFO_3_io_read_dout;  
  wire  SingleFIFO_4_clock;  
  wire  SingleFIFO_4_reset;  
  wire  SingleFIFO_4_io_write_write;  
  wire  SingleFIFO_4_io_write_full;  
  wire [7:0] SingleFIFO_4_io_write_din;  
  wire  SingleFIFO_4_io_read_read;  
  wire  SingleFIFO_4_io_read_empty;  
  wire [7:0] SingleFIFO_4_io_read_dout;  
  SingleFIFO SingleFIFO (  
    .clock(SingleFIFO_clock),
    .reset(SingleFIFO_reset),
    .io_write_write(SingleFIFO_io_write_write),
    .io_write_full(SingleFIFO_io_write_full),
    .io_write_din(SingleFIFO_io_write_din),
    .io_read_read(SingleFIFO_io_read_read),
    .io_read_empty(SingleFIFO_io_read_empty),
    .io_read_dout(SingleFIFO_io_read_dout)
  );
  SingleFIFO SingleFIFO_1 (  
    .clock(SingleFIFO_1_clock),
    .reset(SingleFIFO_1_reset),
    .io_write_write(SingleFIFO_1_io_write_write),
    .io_write_full(SingleFIFO_1_io_write_full),
    .io_write_din(SingleFIFO_1_io_write_din),
    .io_read_read(SingleFIFO_1_io_read_read),
    .io_read_empty(SingleFIFO_1_io_read_empty),
    .io_read_dout(SingleFIFO_1_io_read_dout)
  );
  SingleFIFO SingleFIFO_2 (  
    .clock(SingleFIFO_2_clock),
    .reset(SingleFIFO_2_reset),
    .io_write_write(SingleFIFO_2_io_write_write),
    .io_write_full(SingleFIFO_2_io_write_full),
    .io_write_din(SingleFIFO_2_io_write_din),
    .io_read_read(SingleFIFO_2_io_read_read),
    .io_read_empty(SingleFIFO_2_io_read_empty),
    .io_read_dout(SingleFIFO_2_io_read_dout)
  );
  SingleFIFO SingleFIFO_3 (  
    .clock(SingleFIFO_3_clock),
    .reset(SingleFIFO_3_reset),
    .io_write_write(SingleFIFO_3_io_write_write),
    .io_write_full(SingleFIFO_3_io_write_full),
    .io_write_din(SingleFIFO_3_io_write_din),
    .io_read_read(SingleFIFO_3_io_read_read),
    .io_read_empty(SingleFIFO_3_io_read_empty),
    .io_read_dout(SingleFIFO_3_io_read_dout)
  );
  SingleFIFO SingleFIFO_4 (  
    .clock(SingleFIFO_4_clock),
    .reset(SingleFIFO_4_reset),
    .io_write_write(SingleFIFO_4_io_write_write),
    .io_write_full(SingleFIFO_4_io_write_full),
    .io_write_din(SingleFIFO_4_io_write_din),
    .io_read_read(SingleFIFO_4_io_read_read),
    .io_read_empty(SingleFIFO_4_io_read_empty),
    .io_read_dout(SingleFIFO_4_io_read_dout)
  );
  assign io_write_full = SingleFIFO_io_write_full;  
  assign io_read_empty = SingleFIFO_4_io_read_empty;  
  assign io_read_dout = SingleFIFO_4_io_read_dout;  
  assign SingleFIFO_clock = clock;
  assign SingleFIFO_reset = reset;
  assign SingleFIFO_io_write_write = io_write_write;  
  assign SingleFIFO_io_write_din = io_write_din;  
  assign SingleFIFO_io_read_read = ~SingleFIFO_1_io_write_full;  
  assign SingleFIFO_1_clock = clock;
  assign SingleFIFO_1_reset = reset;
  assign SingleFIFO_1_io_write_write = SingleFIFO_io_read_read;  
  assign SingleFIFO_1_io_write_din = SingleFIFO_io_read_dout;  
  assign SingleFIFO_1_io_read_read = ~SingleFIFO_2_io_write_full;  
  assign SingleFIFO_2_clock = clock;
  assign SingleFIFO_2_reset = reset;
  assign SingleFIFO_2_io_write_write = SingleFIFO_1_io_read_read;  
  assign SingleFIFO_2_io_write_din = SingleFIFO_1_io_read_dout;  
  assign SingleFIFO_2_io_read_read = ~SingleFIFO_3_io_write_full;  
  assign SingleFIFO_3_clock = clock;
  assign SingleFIFO_3_reset = reset;
  assign SingleFIFO_3_io_write_write = SingleFIFO_2_io_read_read;  
  assign SingleFIFO_3_io_write_din = SingleFIFO_2_io_read_dout;  
  assign SingleFIFO_3_io_read_read = ~SingleFIFO_4_io_write_full;  
  assign SingleFIFO_4_clock = clock;
  assign SingleFIFO_4_reset = reset;
  assign SingleFIFO_4_io_write_write = SingleFIFO_3_io_read_read;  
  assign SingleFIFO_4_io_write_din = SingleFIFO_3_io_read_dout;  
  assign SingleFIFO_4_io_read_read = io_read_read;  
endmodule
[design/flow/run.sh]
#!/bin/bash
# OpenROAD 26Q1-2900-gdf79404cd8, Yosys 0.63+post, stock flow scripts
make -C /OpenROAD-flow-scripts/flow DESIGN_CONFIG=/design/flow/config.mk WORK_HOME=/design/flow/orfs finish
[design/flow/config.mk]
export PLATFORM = sky130hd
export DESIGN_NAME = BubbleFIFO
export DESIGN_NICKNAME = BubbleFIFO
export VERILOG_FILES = /design/flow/design.v
export SDC_FILE = /design/flow/constraint.sdc
export NUM_CORES = 4
export LEC_CHECK = 1
export CORE_UTILIZATION = 30
export SYNTH_HDL_FRONTEND = slang
[design/flow/constraint.sdc]
current_design BubbleFIFO

set clk_period 1.3
set clk_io_pct 0.2

create_clock -name clk0 -period $clk_period [get_ports {clock}]

set non_clock_inputs [all_inputs -no_clocks]
set_input_delay [expr $clk_period * $clk_io_pct] -clock clk0 $non_clock_inputs
set_output_delay [expr $clk_period * $clk_io_pct] -clock clk0 [all_outputs]
==> deck_impl_summary.md <==
Flow Results at a Glance

Clock tree
  • Cts hold-fix bufs: 0
  • TritonCTS Sinks: around 45
  • CTS root buf: clkbuf_8
  • Cts bufs inserted: 5
  • Htree depth: 2
  • Clk pin slew, worst setup/hold paths: around 80 ps
  • Clock Tree Buf Depth: 2
  • Insertion delay to the later sink of the worst-skew pair: ~290 ps
  • CTS tree: done

Placement
  • Placed cell count: between 200 and 300
  • GPL Wtd Cong: 0.702
  • Final HPWL DP: 1.74 mm
  • Port bufs: 21

Final timing
  • Relative slew margins: 78.8%
  • Tmin final: 1170 ps
  • Max Clk Rate: 0.852 GHz
  • Crit share post-route: 90.3%
  • Clk_skew: slightly above 6 ps
  • Slew Limit Fails: 0
  • Measured slew at the worst slew-check pin: ~320 ps
  • Hold Fails Final Rpt: 0
  • Unrepaired setup endpoints after global routing: no
  • Setup Viol. Count Final: 0
  • Setup tns final: 0 ps

Floorplan
  • Die Area: between 5000 and 6000 um^2
  • Area of the core: approximately 5100 um^2
  • Initial core utilization: roughly a third
  • Num ports: 22
  • Std-Cell Rows: 26
  • Die X: between 70 and 80 um
  • DIE HEIGHT: 75.4 um

Worst setup path
  • R2r startpoint: SingleFIFO.io_write_full
  • Startpoint types: register
  • Critical Path Start: SingleFIFO_4.io_write_full
  • Critical path's slowest cell: dfxtp_2
  • Worst Path Arrival: a little over 900 ps
  • CP Class: reg2out
  • Worst reg-to-reg path cell count: 4
  • CP endpoint kind: primary output
  • Critical Path Fanout Max: 2
  • Critical path cell sequence: clkinv_2, dlygate4sd2_1
  • Max incr delay on CP: approximately 350 ps
  • Crit path DRT: 1040 ps

Logic synthesis
  • Synth Area per Inst: 8.46 um^2
  • Number of standard cells reported by yosys: roughly 190
  • Async SR Flop Fraction: 0%
  • Chip Area, Yosys: roughly 1600 um^2
  • Sequential area share after synthesis: a little under three fifths
  • Syn. warnings: 0
  • Mapped cell area: between 1500 and 2000 um^2
  • Unique cell types: 15
  • Synth top cells by count: dfxtp_1, a21oi_1, nand2_1
  • Post-synth EDFFs: 0
  • Top cell type's share of synthesized area: between 50% and 60%
  • Most common cell in the synthesized netlist: dfxtp_1
  • Post-synth regs: between 40 and 50
  • Synthesized instance count: between 150 and 200
  • Biggest area cells: dfxtp_1, a21oi_1, nand3_1
  • Top_reg_cell synth: dfxtp_1
  • Post-synth top area cell: dfxtp_1

Drt
  • Via density: between 4 and 5
  • Via count: approximately 1.3k
  • Drt pass-1 iters: 4
  • DRC: 0
  • Wirelength per Cell: between 9 and 10 um
  • WL final: about 2.8 mm
  • DRT iter0 DRCs: slightly below 90
  • Diode count: 0
  • Routed Antenna Nets: 0

Outcome
  • Status: complete, no violations

GRT
  • Largest net degree at the start of global routing: 46
  • GRT overflow: 0
  • Total global-route track usage: 11.1%
  • First-pass GRT wire length: around 4.9 mm
  • Vias in the first global route: 1133
  • Initial antenna violation count: 0

Finish
  • Area delta synth->final: 28.1%
  • Register area: between 900 and 1000 um^2
  • Final non-filler cell total: approximately 290
  • Share of layout cells above drive strength 1: ~15%
  • Fin util: 40.3%
  • Gate Area: roughly 640 um^2
  • Filler cell count: between 500 and 600

Worst hold path
  • Worst Hold Launch: SingleFIFO_3.io_read_dout[7]
  • Hold Path Class: reg2reg
  • Hold path depth: 2

Power
  • Worst VDD drop: 694 uV
  • PD cells: roughly 1300 nW/um^2
  • PnR Total Power: around 2.7 mW
  • Leakage power: 0.737 nW

Flow run
  • Tool Warnings: 25
  • Max Cap Viol: 0
## report_power, final
part	switching [mW]	leakage [nW]	internal, mW
clock network	0.450	0.0574	0.625
registers	0.0237	0.370	1.42
logic	0.118	0.309	0.102
## path summary, 6_finish.rpt
path	to	slack [ps]
worst max-delay path	io_read_empty	130
worst min-delay path	SingleFIFO_4.io_read_dout[7]	450
worst max register to register	SingleFIFO.io_read_dout[2]	240
worst min register to register	SingleFIFO_4.io_read_dout[7]	450
## per-layer routing
metal	track usage, %	vias up	wire, um
met1	16.0	543	1440
met4	1.65	0	33
met3	2.41	5	122
met2	18.2	30	1190
met5	0	-	0
li1	-	697	-
## timing repair
| action | 4_1_cts | 5_1_grt |
|---|---|---|
| endpoints found under the setup margin | 10 | 3 |
| resized | 21 | 1 |
| buffers inserted | 3 | 0 |
## through the flow
step | setup WS (ps) | area (um^2) | hold WS, ps
after floorplan | 387 | 1620 | 356
after global placement | -67.9 | 1920 | 440
after detailed placement | -73.9 | 1920 | 442
after CTS | 121 | 2070 | 447
after global routing | 78.6 | 2070 | 459
final | 126 | 2070 | 447
## cells in the final DEF, fill, tap and decap left out
cell type and n:
bufinv_16 1, nor2_1 2, nand2_1 32, dfxtp_1 35
dfxtp_2 10, clkdlybuf4s50_1 11, clkbuf_8 6, o21ai_1 8
nor2b_1 1, nand3_1 24, clkinvlp_4 1, nand3b_1 8
clkinv_2 1, and2_1 1, buf_4 11, a21oi_1 44
clkinv_1 2, dlygate4sd2_1 10, nand2b_1 8, nor2_2 1
buf_12 1
## worst max-delay path: cells and delay by family (launching register included)
kind,cells,cell delay (ps)
flops,1,350
buf+inv,2,270
## area by class of cell
class / count / area share [%]
flip-flops and latches: 45 / 44.1
clock buffers: 6 / 3.99
clock inverters: 2 / 1.81
well taps: 70 / 4.23
inverters: 3 / 0.604
multi-input cells: 129 / 30.8
repair buffers: 33 / 14.5
## cell families (layout without fill, tap and decap cells)
family / count (synthesis) / count (layout) / share of synthesized area [%]
AOI/OAI and AO/OA: 52 / 52 / 16.1
buffers and inverters: 17 / 44 / 5.03
and+or+nand+nor: 77 / 77 / 23.1
DFF: 45 / 45 / 55.7
## registers in the layout, summed over array words and instances, names as in the netlist, 8 cells and up
name / count
SingleFIFO_2.io_read_dout: 8
SingleFIFO_4.io_read_dout: 8
SingleFIFO_1.io_read_dout: 8
SingleFIFO.io_read_dout: 8
SingleFIFO_3.io_read_dout: 8
Power and IR drop assume default switching activity.
