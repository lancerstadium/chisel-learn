### /design/flow/run.sh
#!/bin/bash
# OpenROAD 26Q1-2900-gdf79404cd8, Yosys 0.63+post, stock flow scripts
make -C /OpenROAD-flow-scripts/flow DESIGN_CONFIG=/design/flow/config.mk WORK_HOME=/design/flow/orfs finish
### /design/flow/config.mk
export PLATFORM = sky130hd
export DESIGN_NAME = BcdTable
export DESIGN_NICKNAME = BcdTable
export VERILOG_FILES = /design/flow/design.v
export SDC_FILE = /design/flow/constraint.sdc
export NUM_CORES = 4
export LEC_CHECK = 1
export CORE_AREA = 10 10 88 88
export DIE_AREA = 0 0 98 98
export SYNTH_HDL_FRONTEND = slang
### /design/flow/constraint.sdc
current_design BcdTable

set clk_period 4.0
set clk_io_pct 0.2

create_clock -name clk0 -period $clk_period

set non_clock_inputs [all_inputs -no_clocks]
set_input_delay [expr $clk_period * $clk_io_pct] -clock clk0 $non_clock_inputs
set_output_delay [expr $clk_period * $clk_io_pct] -clock clk0 [all_outputs]
### /design/flow/design.v
module BcdTable(
  input        clock,
  input        reset,
  input  [7:0] io_address,
  output [7:0] io_data
);
  wire [7:0] _GEN_1 = 7'h1 == io_address[6:0] ? 8'h1 : 8'h0;  
  wire [7:0] _GEN_2 = 7'h2 == io_address[6:0] ? 8'h2 : _GEN_1;  
  wire [7:0] _GEN_3 = 7'h3 == io_address[6:0] ? 8'h3 : _GEN_2;  
  wire [7:0] _GEN_4 = 7'h4 == io_address[6:0] ? 8'h4 : _GEN_3;  
  wire [7:0] _GEN_5 = 7'h5 == io_address[6:0] ? 8'h5 : _GEN_4;  
  wire [7:0] _GEN_6 = 7'h6 == io_address[6:0] ? 8'h6 : _GEN_5;  
  wire [7:0] _GEN_7 = 7'h7 == io_address[6:0] ? 8'h7 : _GEN_6;  
  wire [7:0] _GEN_8 = 7'h8 == io_address[6:0] ? 8'h8 : _GEN_7;  
  wire [7:0] _GEN_9 = 7'h9 == io_address[6:0] ? 8'h9 : _GEN_8;  
  wire [7:0] _GEN_10 = 7'ha == io_address[6:0] ? 8'h10 : _GEN_9;  
  wire [7:0] _GEN_11 = 7'hb == io_address[6:0] ? 8'h11 : _GEN_10;  
  wire [7:0] _GEN_12 = 7'hc == io_address[6:0] ? 8'h12 : _GEN_11;  
  wire [7:0] _GEN_13 = 7'hd == io_address[6:0] ? 8'h13 : _GEN_12;  
  wire [7:0] _GEN_14 = 7'he == io_address[6:0] ? 8'h14 : _GEN_13;  
  wire [7:0] _GEN_15 = 7'hf == io_address[6:0] ? 8'h15 : _GEN_14;  
  wire [7:0] _GEN_16 = 7'h10 == io_address[6:0] ? 8'h16 : _GEN_15;  
  wire [7:0] _GEN_17 = 7'h11 == io_address[6:0] ? 8'h17 : _GEN_16;  
  wire [7:0] _GEN_18 = 7'h12 == io_address[6:0] ? 8'h18 : _GEN_17;  
  wire [7:0] _GEN_19 = 7'h13 == io_address[6:0] ? 8'h19 : _GEN_18;  
  wire [7:0] _GEN_20 = 7'h14 == io_address[6:0] ? 8'h20 : _GEN_19;  
  wire [7:0] _GEN_21 = 7'h15 == io_address[6:0] ? 8'h21 : _GEN_20;  
  wire [7:0] _GEN_22 = 7'h16 == io_address[6:0] ? 8'h22 : _GEN_21;  
  wire [7:0] _GEN_23 = 7'h17 == io_address[6:0] ? 8'h23 : _GEN_22;  
  wire [7:0] _GEN_24 = 7'h18 == io_address[6:0] ? 8'h24 : _GEN_23;  
  wire [7:0] _GEN_25 = 7'h19 == io_address[6:0] ? 8'h25 : _GEN_24;  
  wire [7:0] _GEN_26 = 7'h1a == io_address[6:0] ? 8'h26 : _GEN_25;  
  wire [7:0] _GEN_27 = 7'h1b == io_address[6:0] ? 8'h27 : _GEN_26;  
  wire [7:0] _GEN_28 = 7'h1c == io_address[6:0] ? 8'h28 : _GEN_27;  
  wire [7:0] _GEN_29 = 7'h1d == io_address[6:0] ? 8'h29 : _GEN_28;  
  wire [7:0] _GEN_30 = 7'h1e == io_address[6:0] ? 8'h30 : _GEN_29;  
  wire [7:0] _GEN_31 = 7'h1f == io_address[6:0] ? 8'h31 : _GEN_30;  
  wire [7:0] _GEN_32 = 7'h20 == io_address[6:0] ? 8'h32 : _GEN_31;  
  wire [7:0] _GEN_33 = 7'h21 == io_address[6:0] ? 8'h33 : _GEN_32;  
  wire [7:0] _GEN_34 = 7'h22 == io_address[6:0] ? 8'h34 : _GEN_33;  
  wire [7:0] _GEN_35 = 7'h23 == io_address[6:0] ? 8'h35 : _GEN_34;  
  wire [7:0] _GEN_36 = 7'h24 == io_address[6:0] ? 8'h36 : _GEN_35;  
  wire [7:0] _GEN_37 = 7'h25 == io_address[6:0] ? 8'h37 : _GEN_36;  
  wire [7:0] _GEN_38 = 7'h26 == io_address[6:0] ? 8'h38 : _GEN_37;  
  wire [7:0] _GEN_39 = 7'h27 == io_address[6:0] ? 8'h39 : _GEN_38;  
  wire [7:0] _GEN_40 = 7'h28 == io_address[6:0] ? 8'h40 : _GEN_39;  
  wire [7:0] _GEN_41 = 7'h29 == io_address[6:0] ? 8'h41 : _GEN_40;  
  wire [7:0] _GEN_42 = 7'h2a == io_address[6:0] ? 8'h42 : _GEN_41;  
  wire [7:0] _GEN_43 = 7'h2b == io_address[6:0] ? 8'h43 : _GEN_42;  
  wire [7:0] _GEN_44 = 7'h2c == io_address[6:0] ? 8'h44 : _GEN_43;  
  wire [7:0] _GEN_45 = 7'h2d == io_address[6:0] ? 8'h45 : _GEN_44;  
  wire [7:0] _GEN_46 = 7'h2e == io_address[6:0] ? 8'h46 : _GEN_45;  
  wire [7:0] _GEN_47 = 7'h2f == io_address[6:0] ? 8'h47 : _GEN_46;  
  wire [7:0] _GEN_48 = 7'h30 == io_address[6:0] ? 8'h48 : _GEN_47;  
  wire [7:0] _GEN_49 = 7'h31 == io_address[6:0] ? 8'h49 : _GEN_48;  
  wire [7:0] _GEN_50 = 7'h32 == io_address[6:0] ? 8'h50 : _GEN_49;  
  wire [7:0] _GEN_51 = 7'h33 == io_address[6:0] ? 8'h51 : _GEN_50;  
  wire [7:0] _GEN_52 = 7'h34 == io_address[6:0] ? 8'h52 : _GEN_51;  
  wire [7:0] _GEN_53 = 7'h35 == io_address[6:0] ? 8'h53 : _GEN_52;  
  wire [7:0] _GEN_54 = 7'h36 == io_address[6:0] ? 8'h54 : _GEN_53;  
  wire [7:0] _GEN_55 = 7'h37 == io_address[6:0] ? 8'h55 : _GEN_54;  
  wire [7:0] _GEN_56 = 7'h38 == io_address[6:0] ? 8'h56 : _GEN_55;  
  wire [7:0] _GEN_57 = 7'h39 == io_address[6:0] ? 8'h57 : _GEN_56;  
  wire [7:0] _GEN_58 = 7'h3a == io_address[6:0] ? 8'h58 : _GEN_57;  
  wire [7:0] _GEN_59 = 7'h3b == io_address[6:0] ? 8'h59 : _GEN_58;  
  wire [7:0] _GEN_60 = 7'h3c == io_address[6:0] ? 8'h60 : _GEN_59;  
  wire [7:0] _GEN_61 = 7'h3d == io_address[6:0] ? 8'h61 : _GEN_60;  
  wire [7:0] _GEN_62 = 7'h3e == io_address[6:0] ? 8'h62 : _GEN_61;  
  wire [7:0] _GEN_63 = 7'h3f == io_address[6:0] ? 8'h63 : _GEN_62;  
  wire [7:0] _GEN_64 = 7'h40 == io_address[6:0] ? 8'h64 : _GEN_63;  
  wire [7:0] _GEN_65 = 7'h41 == io_address[6:0] ? 8'h65 : _GEN_64;  
  wire [7:0] _GEN_66 = 7'h42 == io_address[6:0] ? 8'h66 : _GEN_65;  
  wire [7:0] _GEN_67 = 7'h43 == io_address[6:0] ? 8'h67 : _GEN_66;  
  wire [7:0] _GEN_68 = 7'h44 == io_address[6:0] ? 8'h68 : _GEN_67;  
  wire [7:0] _GEN_69 = 7'h45 == io_address[6:0] ? 8'h69 : _GEN_68;  
  wire [7:0] _GEN_70 = 7'h46 == io_address[6:0] ? 8'h70 : _GEN_69;  
  wire [7:0] _GEN_71 = 7'h47 == io_address[6:0] ? 8'h71 : _GEN_70;  
  wire [7:0] _GEN_72 = 7'h48 == io_address[6:0] ? 8'h72 : _GEN_71;  
  wire [7:0] _GEN_73 = 7'h49 == io_address[6:0] ? 8'h73 : _GEN_72;  
  wire [7:0] _GEN_74 = 7'h4a == io_address[6:0] ? 8'h74 : _GEN_73;  
  wire [7:0] _GEN_75 = 7'h4b == io_address[6:0] ? 8'h75 : _GEN_74;  
  wire [7:0] _GEN_76 = 7'h4c == io_address[6:0] ? 8'h76 : _GEN_75;  
  wire [7:0] _GEN_77 = 7'h4d == io_address[6:0] ? 8'h77 : _GEN_76;  
  wire [7:0] _GEN_78 = 7'h4e == io_address[6:0] ? 8'h78 : _GEN_77;  
  wire [7:0] _GEN_79 = 7'h4f == io_address[6:0] ? 8'h79 : _GEN_78;  
  wire [7:0] _GEN_80 = 7'h50 == io_address[6:0] ? 8'h80 : _GEN_79;  
  wire [7:0] _GEN_81 = 7'h51 == io_address[6:0] ? 8'h81 : _GEN_80;  
  wire [7:0] _GEN_82 = 7'h52 == io_address[6:0] ? 8'h82 : _GEN_81;  
  wire [7:0] _GEN_83 = 7'h53 == io_address[6:0] ? 8'h83 : _GEN_82;  
  wire [7:0] _GEN_84 = 7'h54 == io_address[6:0] ? 8'h84 : _GEN_83;  
  wire [7:0] _GEN_85 = 7'h55 == io_address[6:0] ? 8'h85 : _GEN_84;  
  wire [7:0] _GEN_86 = 7'h56 == io_address[6:0] ? 8'h86 : _GEN_85;  
  wire [7:0] _GEN_87 = 7'h57 == io_address[6:0] ? 8'h87 : _GEN_86;  
  wire [7:0] _GEN_88 = 7'h58 == io_address[6:0] ? 8'h88 : _GEN_87;  
  wire [7:0] _GEN_89 = 7'h59 == io_address[6:0] ? 8'h89 : _GEN_88;  
  wire [7:0] _GEN_90 = 7'h5a == io_address[6:0] ? 8'h90 : _GEN_89;  
  wire [7:0] _GEN_91 = 7'h5b == io_address[6:0] ? 8'h91 : _GEN_90;  
  wire [7:0] _GEN_92 = 7'h5c == io_address[6:0] ? 8'h92 : _GEN_91;  
  wire [7:0] _GEN_93 = 7'h5d == io_address[6:0] ? 8'h93 : _GEN_92;  
  wire [7:0] _GEN_94 = 7'h5e == io_address[6:0] ? 8'h94 : _GEN_93;  
  wire [7:0] _GEN_95 = 7'h5f == io_address[6:0] ? 8'h95 : _GEN_94;  
  wire [7:0] _GEN_96 = 7'h60 == io_address[6:0] ? 8'h96 : _GEN_95;  
  wire [7:0] _GEN_97 = 7'h61 == io_address[6:0] ? 8'h97 : _GEN_96;  
  wire [7:0] _GEN_98 = 7'h62 == io_address[6:0] ? 8'h98 : _GEN_97;  
  assign io_data = 7'h63 == io_address[6:0] ? 8'h99 : _GEN_98;  
endmodule
==> deck_impl_summary.md <==
Synthesis and Place & Route Summary

Route
  • Avg WL per Cell: 10.5 um
  • Drt total wl: 1.97 mm
  • Drt drc: 0
  • Antenna Cells: 0
  • First drt pass iteration count: 4
  • Antenna viol nets, final: 0
  • 1st-iter DRT viols: roughly 97
  • DR vias/cell: 4.06
  • DR vias: about 760

Pwr
  • Seq pwr share: 0%
  • Net Switching: between 40 and 50 uW
  • Comb pwr share: 100.0%
  • Net Sw Frac: around 47%
  • Clock share of power: 0%
  • P_int: 48.2 uW
  • PwrDens: 104 nW/um^2
  • Leakage power: 0.293 nW
  • Maximum vdd drop: 18.7 uV

Global route
  • Pin count of the biggest net entering global routing: 21
  • First-pass GRT wire length: about 3.6 mm
  • Global route overflow: 0
  • Vias in the first global route: just under 700
  • Gr usage total: between 4 and 5%
  • Initial antenna violation count: 0

Critical path
  • Critical Path Start: io_address[6]
  • CP Class: input pin to primary output
  • CP Buf/Inv Count: 2
  • Slowest cell on crit path: clkdlybuf4s50_1
  • Critical path arrival: 2880 ps
  • Startpoint types: input pin
  • Worst Path Required: roughly 3200 ps
  • Cells along the critical path: clkdlybuf4s50_1 > nor2b_1 > o21ai_0 > o31a_2 > o21ai_0 > o31a_1 > clkdlybuf4s50_1
  • Crit-path max FO: 12
  • CP Capture Type: primary output
  • Top delay family on crit path: buffers and inverters
  • Critical Path Max Stage Delay: 630 ps

Final layout
  • # clk buffers: 0
  • Layout cells sized above 1: between 10% and 20%
  • Flip-flops: 0
  • Final Core Density: 14.7%
  • Sequential cell area: 0 um^2
  • Most common logic cells in the final layout: 15 x clkdlybuf4s50_1, 12 x nand2_1, 10 x nor2_1, 10 x a21oi_1, 10 x o21ai_0
  • Filler Cells Inserted: roughly 660
  • Final instance area: approximately 870 um^2
  • Fin cells: 187
  • Most used logic cell in the final layout: clkdlybuf4s50_1
  • Layout Area Growth over Synthesis: 29.7%

Synthesis
  • Yosys cell count: between 90 and 100
  • Netlist cell types: around 40
  • Post-synthesis instance total: 99
  • Syn. warnings: 0
  • Syn Std Cell Area: 671 um^2
  • Chip Area, Yosys: 671 um^2
  • Sequential fraction of the synthesis area: 0%
  • Syn_area_per_cell: 6.77 um^2

Worst hold path
  • Hold Path Class: input pin to primary output
  • Hold Crit Depth: 5
  • Hold_sp: io_address[5]
  • Hold Crit Endpoint: io_data[7]

Placement
  • GPL Wtd Cong: 0.837
  • Dpl cells: 187
  • IO Port Bufs: 15
  • Placed inst area: 870 um^2
  • DP Wirelength: 1.55 mm

Final timing
  • Endpoints failing setup: 0
  • Crit share post-route: 92.1%
  • Fin Hold WS: around 2800 ps
  • Final TNS setup: 0 ps
  • RSZ-0062 raised after global routing: false
  • Hold Vio Cnt, Final: 0
  • Fmax: 271 MHz
  • Min Tclk post-route: 3680 ps
  • Worst slew pin tran: 447 ps
  • Max-slew violation count: 0
  • Relative slew margins: around 70%

Floorplanning
  • Chip area: 9600 um^2
  • Core area: just under 6000 um^2
  • Die Span Y: roughly 100 um
  • I/O pins: 18
  • Row count: 28
  • Fp_density: 11.3%
  • Die W: 98 um

Clock tree
  • # hold bufs at CTS: 0
  • Resized cells post-CTS: 0
  • Post-CTS setup buffer count: 0

Run status
  • Status: finished clean

Flow run
  • Max Cap Viol: 0
  • Tool warnings: 35
==> kinds of logic (layout without fill, tap and decap cells) <==
family          count (synthesis)  in the layout  synth area share [%]
buf+inv                        13             26                  19.8
simple gates                   37             37                  29.9
compound gates                 45             45                  45.2
xor+xnor                        4              4                  5.22
==> synth_stat cells (all sizes together) (2+ instances only) <==
master,instances,area [um^2]
o32a,2,20.0
clkbuf,7,86.3
nand2,12,45.0
o221ai,3,26.3
a21o,2,16.3
o22a,2,17.5
nor2,10,37.5
nand2b,3,26.3
inv,2,7.51
nor2b,4,27.5
o21ai,10,50.1
o31a,2,18.8
nor3b,3,22.5
xnor2,3,26.3
buf,4,38.8
a31oi,3,18.8
a21oi,10,50.1
==> per-layer routing <==
| metal | up-vias | global-route usage, % | wire (um) |
|---|---|---|---|
| met5 | - | 0 | 0 |
| met4 | 0 | 0.112 | 0 |
| met3 | 0 | 0.569 | 89 |
| met2 | 17 | 6.65 | 867 |
| met1 | 347 | 6.05 | 1010 |
| li1 | 396 | - | - |
==> power by group through the flow <==
stage	combinational, mW	clock, mW	sequential [mW]
6_report	0.0906	0	0
5_1_grt	0.103	0	0
4_1_cts	0.0916	0	0
==> worst max-delay path by stage <==
stage | to | slack (ps) | depth (start not counted)
after CTS | io_data[0] | 290 | 7
final | io_data[0] | 320 | 7
after global routing | io_data[0] | 50 | 8
==> metrics by stage <==
step / worst slack, ps / power [mW]
final: 316 / 0.0906
after global placement: 307 / 0.0913
after CTS: 293 / 0.0916
after detailed placement: 317 / 0.0911
after global routing: 51.8 / 0.103
after floorplan: 1460 / 0.0579
==> final cells by class <==
type	instances	area [um^2]	share of cell area, %
Inverter	2	7.51	0.863
Tap cell	75	93.8	10.8
Timing Repair Buffer	24	230	26.5
Multi-Input combinational cell	86	538	61.9
==> worst min-delay path: stages <==
cell	delay, ps
clkdlybuf4s50_1	430
buf_4	170
nand2_1	70
a21boi_0	90
clkdlybuf4s50_1	410
Power figures rest on the tool's default switching activity, not on a simulated workload.
